[flow/config.mk]
export PLATFORM = sky130hd
export DESIGN_NAME = spi_master
export DESIGN_NICKNAME = spi_master
export VERILOG_FILES = /design/flow/design.v
export SDC_FILE = /design/flow/constraint.sdc
export NUM_CORES = 4
export LEC_CHECK = 1
export CORE_UTILIZATION = 40
[flow/constraint.sdc]
current_design spi_master

set clk_period 1.7
set clk_io_pct 0.2

create_clock -name clk0 -period $clk_period [get_ports {clk}]

set non_clock_inputs [all_inputs -no_clocks]
set_input_delay [expr $clk_period * $clk_io_pct] -clock clk0 $non_clock_inputs
set_output_delay [expr $clk_period * $clk_io_pct] -clock clk0 [all_outputs]
[flow/design.v]
module spi_master(rstb,clk,mlb,start,tdat,cdiv,din, ss,sck,dout,done,rdata);
    input rstb,clk,mlb,start;
    input [7:0] tdat;   
    input [1:0] cdiv;   
	input din;
	output reg ss; 
	output reg sck; 
	output reg dout; 
    output reg done;
	output reg [7:0] rdata;  
parameter idle=2'b00;		
parameter send=2'b10; 
parameter finish=2'b11; 
reg [1:0] cur,nxt;
	reg [7:0] treg,rreg;
	reg [3:0] nbit;
	reg [4:0] mid,cnt;
	reg shift,clr;
always @(start or cur or nbit or cdiv or rreg) begin
		 nxt=cur;
		 clr=0;  
		 shift=0; 
		 case(cur)
			idle:begin
				if(start==1)
		               begin 
							 case (cdiv)
								2'b00: mid=2;
								2'b01: mid=4;
								2'b10: mid=8;
								2'b11: mid=16;
 							 endcase
						shift=1;
						done=1'b0;
						nxt=send;	 
						end
		        end  
			send:begin
				ss=0;
				if(nbit!=8)
					begin shift=1; end
				else begin
						rdata=rreg;done=1'b1;
						nxt=finish;
					end
				end 
			finish:begin
					shift=0;
					ss=1;
					clr=1;
					nxt=idle;
				 end
			default: nxt=finish;
      endcase
    end 
always@(negedge clk or negedge rstb) begin
 if(rstb==0) 
   cur<=finish;
 else 
   cur<=nxt;
 end
always@(negedge clk or posedge clr) begin
  if(clr==1) 
		begin cnt=0; sck=1; end
  else begin
	if(shift==1) begin
		cnt=cnt+1; 
	  if(cnt==mid) begin
	  	sck=~sck;
		cnt=0;
		end  
	end  
 end  
end  
always@(posedge sck or posedge clr ) begin  
 if(clr==1)  begin
			nbit=0;  rreg=8'hFF;  end
    else begin 
		  if(mlb==0)  
			begin  rreg={din,rreg[7:1]};  end 
		  else   
			begin  rreg={rreg[6:0],din};  end
		  nbit=nbit+1;
 end  
end  
always@(negedge sck or posedge clr) begin
 if(clr==1) begin
	  treg=8'hFF;  dout=1;  
  end  
 else begin
		if(nbit==0) begin  
			treg=tdat; dout=mlb?treg[7]:treg[0];
		end  
		else begin
			if(mlb==0)  
				begin treg={1'b1,treg[7:1]}; dout=treg[0]; end
			else 
				begin treg={treg[6:0],1'b1}; dout=treg[7]; end
		end
 end  
end  
endmodule
[flow/run.sh]
#!/bin/bash
# OpenROAD 26Q1-2900-gdf79404cd8, Yosys 0.63+post, stock flow scripts
make -C /OpenROAD-flow-scripts/flow DESIGN_CONFIG=/design/flow/config.mk WORK_HOME=/design/flow/orfs finish
==> flow_summary_export.csv <==
group,metric,value,unit
run_status,status,"complete, but fails checks",
setup_path,cpMaxStageDelayCell,"dfstp_2",
setup_path,required,1.36,ns
global_routing,grt_first_pass_wirelength,4460,microns
synth,largest_area_cell,"dfstp_2",
clock_tree,path_clk_slew,0.03,ns
setup_path,r2r_cells,6,
setup_path,cp-start-kind,"flip-flop",
die,placementRows,22,
clock_tree,cts_buffer_depth,2,
final_timing,untimed_endpoints,46,
setup_path,timing.rr.start,"cnt[0]$_DFFE_NP0P_",
setup_path,critPathBufInv,1,
routing,num_antenna_cells,0,
worst_hold_path,hold_class,"reg -> async",
run,cap_violations,0,
final_timing,finClkSkew,0.0437,ns
routing,first_pass_iters,5,
final_timing,max_slew_margin,43.8,%
run,tool_warnings,31,
layout,area_delta_synth_final,26.9,%
routing,wirelength,2550,microns
setup_path,critPathTopFamily,"flip-flops",
synth,topCellsByArea,"dfstp_2, dlxtn_1, dfrtn_1, dfrtp_1, xnor2_1",
run_status,violations,"negative setup slack",
routing,dr_total_vias,989,
global_routing,grt_max_degree,28,
final_timing,tightest_slew,0.840,ns
synth,yosysWarningCount,1,
power_and_ir_drop,p_leak,0.887,nW
final_timing,finalWorstSetupSlack,-0.464,ns
final_timing,hold_viol_final,0,
setup_path,cpPeakStageDelay,0.57,ns
synth,yosys_cells,134,
die,chipArea,4350,sq um
final_timing,unclocked_pins,35,
synth,yosys_register_bits,44,
place,dpl_worst_slack,-0.875,ns
synth,syn_area,1640,sq um
die,dieHeight,65.9,microns
setup_path,end_kind,"primary output",
setup_path,crit_fanout,6,
place,gp_congestion,0.895,
power_and_ir_drop,ir_worst_vdd,0.000902,V
clock_tree,clock_latency,0.29,ns
synth,avgSynthCellArea,12.2,sq um
clock_tree,cts_tree,"yes",
routing,via_per_inst,4.54,
synth,postSynthCellCount,134,
final_timing,drv_slew,0,
synth,synth.distinct_cells,29,
setup_path,startpoint,"sck$_DFFE_NP1P_",
setup_path,crit_chain,"buf_2",
clock_tree,cts_root_buf,"clkbuf_8",
global_routing,overflow,0,
layout,layout-drive-gt1-share,30.6,%
setup_path,r2r_end,"cnt[4]$_DFFE_NP0P_",
global_routing,antenna_found_initial,0,
final_timing,setup_viol,6,
setup_path,cp.arrival,1.82,ns
final_timing,rsz0062_at_grt,"yes",
routing,avgRoutedWirePerCell,11.7,microns
die,io_pins,27,
setup_path,cp-endpoint,"sck",
final_timing,fin_setup_tns,-0.929,ns
die,initCoreUtil,43.1,%
setup_path,r2r_slack,0.08,ns
clock_tree,numCtsBuffers,3,
synth,yosys_area,1640,sq um
routing,drc,0,
setup_path,path_class,"reg -> out",
die,core,3800,sq um
setup_path,path_depth,1,
power_and_ir_drop,powerDensity,890,nW/um^2
die,die_x,65.9,microns
global_routing,grt_pass1_vias,952,
place,hpwl,2000,microns
clock_tree,htreeDepth,1,
routing,drtIter0Drc,41,
global_routing,grt.total_usage,13.8,%
synth,top_area_share,30.5,%
routing,antenna_left,0,
place,portBuffers,26,
==> area by class of cell <==
| cell class | count | area [sq um] |
|---|---|---|
| inverters | 7 | 26.3 |
| multi-input cells | 78 | 623 |
| clock buffers | 4 | 45.0 |
| well taps | 48 | 60.1 |
| repair buffers | 35 | 328 |
| flip-flops and latches | 44 | 985 |
| fillers | 311 | 1720 |
| clock inverters | 2 | 7.51 |
==> cells in the mapped netlist <==
cell,number
dlxtn_1,14
nor2b_4,1
a21oi_1,2
mux2_2,8
mux2i_1,7
a21boi_4,1
dfstp_2,19
nand3_2,1
inv_1,7
o211ai_1,1
buf_6,1
xnor2_1,11
inv_2,1
nor2_1,9
nand3_1,5
ha_1,3
xor2_1,3
nor2b_1,4
nand3b_2,1
and2_1,1
dfrtp_1,4
nor3_1,1
nand2_1,10
nand2b_1,1
mux4_2,1
buf_2,3
dfrtn_1,7
o21ai_0,6
nor2_4,1
==> per-layer routing <==
layer,vias up,global-route usage [%],part of all wire (%)
met5,-,0,0
met4,0,0.266,0
met3,0,1.92,3.6
met2,19,20.4,46
met1,465,24.4,50
li1,505,-,-
==> cell usage in the layout (no fill, tap or decap), drive strengths merged <==
master	count
a21boi	1
a21oi	2
and2	1
buf	11
clkbuf	4
clkdlybuf4s50	24
dfrtn	7
dfrtp	4
dfstp	19
dlxtn	14
ha	3
inv	9
mux2	8
mux2i	7
mux4	1
nand2	10
nand2b	1
nand3	6
nand3b	1
nor2	10
nor2b	5
nor3	1
o211ai	1
o21ai	6
xnor2	11
xor2	3
==> sequential cells by signal, indices dropped and copies added (netlist names) <==
signal,flops
sck,1
done,1
treg,8
dout,1
rreg,8
ss,1
mid,4
nbit,4
cnt,5
cur,3
rdata,8
==> cell families (layout without fill, tap and decap cells) <==
group | Yosys count | after routing | share of synthesized area [%]
AND-OR/OR-AND | 10 | 10 | 4.06
adder cells (fa/ha/maj) | 3 | 3 | 2.30
latches | 14 | 14 | 12.9
AND/OR/NAND/NOR | 35 | 35 | 11.3
buffers and inverters | 12 | 48 | 3.44
flip-flops | 30 | 30 | 47.4
XOR/XNOR | 14 | 14 | 7.50
multiplexers | 16 | 16 | 11.2
==> worst min-delay path by stage <==
stage | start | end | cells past startpoint
CTS | cur[0]$_DFF_NN1_ | cnt[0]$_DFFE_NP0P_ | 2
finish | cur[0]$_DFF_NN1_ | cnt[2]$_DFFE_NP0P_ | 2
global route | cur[0]$_DFF_NN1_ | cnt[2]$_DFFE_NP0P_ | 2
==> power by group <==
part,internal [mW],switching [mW]
clock network,0.170,0.0918
logic,0.401,0.287
registers,0.747,0.150
==> stage by stage <==
stage,cell area (sq um),power (mW),hold WS [ns],util [%],cells
final,2070,1.85,0.277,54.6,218
after global routing,2070,1.98,0.346,54.6,218
after CTS,2050,1.84,0.298,54.0,216
after detailed placement,1990,1.58,0.253,52.4,210
after global placement,1990,1.57,0.253,52.4,210
after floorplan,1650,1.29,0.295,-,134
==> what timing repair did <==
action / in CTS / in global routing
endpoints found under the setup margin: 9 / 6
endpoints found under the hold margin: 0 / 0
gates resized: 11 / 2
hold buffers: 0 / 0
buffers inserted: 1 / 2
pin swaps: 4 / 1
No activity file was given, so power comes from the tool's default toggle rates.
