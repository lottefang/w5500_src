===== design/flow/config.mk =====
export PLATFORM = sky130hd
export DESIGN_NAME = spi_slave
export DESIGN_NICKNAME = spi_slave
export VERILOG_FILES = /design/flow/design.v
export SDC_FILE = /design/flow/constraint.sdc
export NUM_CORES = 4
export LEC_CHECK = 1
export CORE_AREA = 10 10 110 110
export DIE_AREA = 0 0 120 120

===== design/flow/constraint.sdc =====
current_design spi_slave

set clk_period 3.3
set clk_io_pct 0.2

create_clock -name clk0 -period $clk_period [get_ports {sck}]

set non_clock_inputs [all_inputs -no_clocks]
set_input_delay [expr $clk_period * $clk_io_pct] -clock clk0 $non_clock_inputs
set_output_delay [expr $clk_period * $clk_io_pct] -clock clk0 [all_outputs]

===== design/flow/design.v =====
module spi_slave (rstb,ten,tdata,mlb,ss,sck,sdin, sdout,done,rdata);
  input rstb,ss,sck,sdin,ten,mlb;
  input [7:0] tdata;
  output sdout;            
  output reg done;
  output reg [7:0] rdata;
  reg [7:0] treg,rreg;
  reg [3:0] nb;
  wire sout;
  assign sout=mlb?treg[7]:treg[0];
  assign sdout=( (!ss)&&ten )?sout:1'bz;  
always @(posedge sck or negedge rstb)
  begin
    if (rstb==0)
		begin rreg = 8'h00;  rdata = 8'h00; done = 0; nb = 0; end    
	else if (!ss) begin 
			if(mlb==0)   
				begin rreg ={sdin,rreg[7:1]}; end
			else      
				begin rreg ={rreg[6:0],sdin}; end  
			nb=nb+1;
			if(nb!=8) done=0;
			else  begin rdata=rreg; done=1; nb=0; end
		end	  
  end
always @(negedge sck or negedge rstb)
  begin
	if (rstb==0)
		begin treg = 8'hFF; end
	else begin
		if(!ss) begin			
			if(nb==0) treg=tdata;
			else begin
			   if(mlb==0)   
					begin treg = {1'b1,treg[7:1]}; end
			   else      
					begin treg = {treg[6:0],1'b1}; end			
			end
		end  
	 end  
  end  
endmodule

===== design/flow/run.sh =====
#!/bin/bash
# OpenROAD 26Q1-2900-gdf79404cd8, Yosys 0.63+post, stock flow scripts
make -C /OpenROAD-flow-scripts/flow DESIGN_CONFIG=/design/flow/config.mk WORK_HOME=/design/flow/orfs finish

==> out/qor.yml <==
floorplan:
  fp_util_pct: 14.7
  rows: 36
  core_um2: 9770
  ioPinCount: 24
  die_x_um: 120
  die_h_um: 120
  dieArea_um2: 14400
flow_run:
  warnings: 37
  cap_violations: 0
timing:
  fin_worst_skew_ns: 0.0668
  drv_slew: 0
  rsz0062_at_grt: "true"
  setup_tns_ns: -0.0764
  max_slew_margin_pct: 63.1
  tightest_slew_ns: 0.551
  worst_hold_slack_ns: 0.482
  fin_ws_ns: -0.0764
  setup_viol: 1
  final_hold_viol_count: 0
routing:
  via_count: 1009
  antenna_cells: 0
  dr.pass1.iters: 4
  route.detailed.drc: 0
  ant_nets: 0
  drt-initial-drc-count: 41
  drt-total-wl_um: 3150
  wl_per_cell_um: 10.8
  via_per_inst: 3.44
synth:
  syn_inst: 120
  post-synth-top-area-fraction_pct: 36.7
  yosysWarnings: 2
  synthDistinctLibCells: 25
  ys_ff: 29
  area_leaders: "dfrtp_1 37%, mux2_2 20%, dfstp_2 15%"
  ys_area_um2: 1430
  syn_area_per_cell_um2: 11.9
  ys_seq_share_pct: 51.4
  yosys_cells: 120
  yosysTopAreaCell: "dfrtp_1"
  netlist_area_um2: 1430
global_routing:
  grt_pass1_vias: 1022
  grt_pass1_wl_um: 5330
  grt_overflow: 0
  grt_usage_pct: 4.46
  grt_antenna_before_repair: 0
  grt_max_degree: 22
power_and_ir_drop:
  p_comb_share_pct: 32.9
  power.share.clock_pct: 25.7
  p_sw_share_pct: 29.4
  power_switching_uw: 448
  leakage_nw: 0.840
  p_int_mw: 1.08
  p_per_area_nw_per_um2: 750
  seqPwrFrac_pct: 41.4
  ir_drop_mv: 0.206
  total_power_mw: 1.52
cts:
  insertion_delay_ns: 0.34
  htree_levels: 2
  post-cts-setup-buffers: 0
  numCtsBuffers: 5
  clockBufferDepth: 2
  cts_root_buf: "clkbuf_8"
  cts_tree: "built"
  cts_num_sinks: 29
  clk_pin_slew_worst_paths_ns: 0.07
place:
  place_hpwl_um: 2180
  place_congestion: 0.753
  dp_slack_ns: -0.135
  dp.cells: 278
  port_buffers: 22
final_layout:
  lay_top_cells: "25 x mux2_2, 21 x dfrtp_1, 21 x clkdlybuf4s50_1"
  syn_to_final_growth_pct: 41.9
  layout.area.comb_um2: 663
  drive_above_1_share_pct: 35.0
  fillCellCount: 1050
  lay_top_count: "mux2_2"
  seq_area_um2: 736
  fin_cells: 293
worst_setup_path:
  critPathArrivalTime_ns: 2.72
  worstPathRequired_ns: 2.64
  endpoint_kind: "primary output"
  worstSetupPathType: "flip-flop to primary output"
  cp_max_fo: 2
  crit_path_start_kind: "flip-flop"
worst_hold_path:
  hold_class: "flip-flop to flip-flop"
status:
  violations: "setup timing"
  status: "finished with violations"
-- synth_stat cells --
cell type,n
xnor2_1,1
or3b_2,1
a211oi_4,1
nor3_1,1
nand2_1,9
nor2_1,9
o31ai_1,8
nand3b_1,1
clkbuf_1,5
a211oi_1,6
mux2_2,26
buf_1,1
ha_1,2
o41ai_1,1
nor3b_1,1
a22oi_1,1
dfstp_2,8
nand2b_1,2
inv_1,4
nor3b_2,1
a21bo_2,1
dfrtp_1,21
xor2_1,1
nor2b_1,7
a21o_1,1
-- critical path, cell delays in order (launching register included) --
cell and delay (ns):
dfstp_2 0.52, mux2_4 0.14, buf_6 0.07
-- metal layers --
layer,global-route usage [%],up-vias,share of wire (%)
met5,0,-,0
met4,0.754,0,1.6
met3,2.05,7,7.6
met2,6.40,19,42
met1,6.15,484,48
li1,-,499,-
-- registers in the layout (all words and copies together), names as in the netlist --
name   count
done       1
nb         4
rdata      8
rreg       8
treg       8
-- area by class of cell --
type / count / share of cell area [%]
Clock inverter: 9 / 1.72
Clock buffer: 7 / 5.29
Tap cell: 133 / 8.18
Timing Repair Buffer: 31 / 15.4
Multi-Input combinational cell: 81 / 32.6
Inverter: 3 / 0.554
Sequential cell: 29 / 36.2
-- power by group through the flow --
stage                 Combinational (mW)  Sequential, mW  Clock, mW
final                              0.501           0.632      0.392
after global routing               0.566           0.657      0.431
after CTS                          0.514           0.633      0.401
-- repair_timing --
action | 4_1_cts | 5_1_grt
endpoints found under the setup margin | 1 | 1
resized | 4 | 1
hold buffers | 0 | 0
-- through the flow --
stage          util (%)  instance area (um2)
3_5_place_dp       19.3                 1890
5_1_grt            20.8                 2030
3_3_place_gp       19.3                 1890
6_report           20.8                 2030
4_1_cts            20.7                 2030
2_1_floorplan         -                 1430
-- worst paths after layout --
check	depth (start not counted)	from	slack, ns	endpoint
setup / recovery	2	treg[0]	-0.08	sdout
hold / removal	1	done	0.48	done
setup reg to reg	5	nb[1]	0.15	treg[2]
hold reg to reg	1	done	0.48	done
max in group asynchronous	1	rstb	0.70	treg[3]
min in group asynchronous	2	rstb	1.07	nb[3]
-- kinds of logic (layout without fill, tap and decap cells) --
kind of cell / Yosys count / after routing / share of synthesized area [%]
muxes: 26 / 26 / 20.4
adders and majority gates: 2 / 2 / 1.75
xor gates and xnor gates: 2 / 2 / 1.22
AOI/OAI and AO/OA: 19 / 19 / 11.1
DFF: 29 / 29 / 51.4
and+or+nand+nor: 32 / 32 / 11.5
buffers and inverters: 10 / 50 / 2.62
Power figures rest on the tool's default switching activity, not on a simulated workload.
