$ cat ./design.v
module mspi(
					clk,		 
					rst,		 
					clk_div,	 
					wr,			 
					wr_len,		 
					wr_done,	 
					wrdata,		 
					rddata,		 
					sck,		 
					sdi,		 
					sdo,		 
					ss,			 
					ready		 
					);
input				clk;
input				rst;
input	[7:0]		clk_div;
input				wr;
input	[1:0]		wr_len;
input	[31:0]		wrdata;
output	[31:0]		rddata;
output				wr_done;
output				sck;
output				sdo;
output				ready;
output				ss;
input				sdi;
parameter clock_polarity = 1;   
parameter 	BYTE_NUM_1	= 0;
parameter	BYTE_NUM_2	= 1;
parameter	BYTE_NUM_4	= 2;
reg		[31:0]		dat;
reg					rsck;
reg		[7:0]		cnt;
reg					busy;
reg		[4:0]		state;
reg		[4:0]		bit_number;
reg		[31:0]		rddata;
reg		[1:0]		wr_reg;
reg		[4:0]		busy_reg;
reg					wr_done_reg;
reg					rd_clr;
wire	sdo = dat[31];
wire	sck = busy? rsck:clock_polarity;
wire	sdi_tick = (cnt==clk_div>>1) ;  
wire	sdo_tick = (cnt==clk_div) ;
wire	wr_pos = (wr_reg[1:0] == 2'b01) ;
wire	ready = !(wr_pos||busy);
wire	ss = !busy;
wire	wr_done = wr_done_reg;
always @(posedge clk or posedge rst)
if(rst)
	cnt <= 0;
else if(cnt<clk_div && busy)
	cnt <= cnt + 1;
else
	cnt <= 1;
always @(posedge clk or posedge rst)
if(rst)
  rsck  <= 0;
else if(sdi_tick)
  rsck  <= 1;
else if(sdo_tick)
  rsck  <= 0;
always @(posedge clk or posedge rst)
if(rst)
  bit_number  <= 8;
else case(wr_len)
	  BYTE_NUM_1:	bit_number <= 8;			 
	  BYTE_NUM_2:	bit_number <= 16;			 
	  BYTE_NUM_4:	bit_number <= 32;			 
  default:
		bit_number <= 8;
endcase
always @(posedge clk or posedge rst)
if(rst)
  wr_reg  <= 0;
else
  wr_reg  <= {wr_reg[0],wr};
always @(posedge clk or posedge rst)
if(rst)
	busy <= 0;
else if(wr_pos && !busy)
	busy <= 1;
else if(state==bit_number && sdo_tick)
	busy <= 0;
always@(posedge clk or posedge rst)
if(rst)
	state  <= 0;
else if(wr_pos && !busy)
	state  <= 1;
else if(state==bit_number && sdo_tick)
	state  <= 0;
else if(sdo_tick)
	state  <= state + 1;  
always @(posedge clk or posedge rst)
if(rst)
	dat  <= 0;
else if(wr_pos && !busy)
	dat  <= wrdata;
else if(sdo_tick && busy && state!=bit_number)
	dat  <= dat<<1;
always @(posedge clk or posedge rst)
if(rst)
	rddata  <= 0;
else if(rd_clr)
	rddata  <= 0;
else if(sdi_tick && busy)
	rddata  <= {rddata[30:0],sdi};
always @(posedge clk or posedge rst)
if(rst)
	busy_reg[4:0]  <= 0;
else
	busy_reg[4:0]  <= {busy_reg[3:0],busy};
always @(posedge clk or posedge rst)
if(rst)
	begin
		wr_done_reg <= 0;
		rd_clr		<= 0;
	end
else
	begin
		wr_done_reg  <= (busy_reg[4:0]==5'b11100);
		rd_clr		<=	(busy_reg[4:0]==5'b11000);
	end
endmodule
$ cat ./run.sh
#!/bin/bash
# OpenROAD 26Q1-2900-gdf79404cd8, Yosys 0.63+post, stock flow scripts
make -C /OpenROAD-flow-scripts/flow DESIGN_CONFIG=/design/flow/config.mk WORK_HOME=/design/flow/orfs finish
$ cat ./config.mk
export PLATFORM = sky130hd
export DESIGN_NAME = mspi
export DESIGN_NICKNAME = mspi
export VERILOG_FILES = /design/flow/design.v
export SDC_FILE = /design/flow/constraint.sdc
export NUM_CORES = 4
export LEC_CHECK = 1
export CORE_UTILIZATION = 50
$ cat ./constraint.sdc
current_design mspi

set clk_period 4.9
set clk_io_pct 0.2

create_clock -name clk0 -period $clk_period [get_ports {clk}]

set non_clock_inputs [all_inputs -no_clocks]
set_input_delay [expr $clk_period * $clk_io_pct] -clock clk0 $non_clock_inputs
set_output_delay [expr $clk_period * $clk_io_pct] -clock clk0 [all_outputs]
==> flow_metrics.py <==
# Synthesis and PnR figures
metrics = {
    "flow_run": {
        "log.warning_count": 27,
        "maxCapViolations": 0,
    },
    "hold_path": {
        "min_from": "busy_reg[3]$_DFF_PP0_",
        "holdPathEnd": "busy_reg[4]$_DFF_PP0_",
        "hold_path_depth": 0,
        "hold_path.class": "reg -> reg",
    },
    "logic_synthesis": {
        "syn_avg_cell_area_um2": 12.3,
        "topCellsByArea": "dfrtp_1 (53%), nand2b_1 (9.8%), o221a_1 (8.3%)",
        "yosys_cells": 341,
        "yosysTopAreaCell": "dfrtp_1",
        "yosys_area_mm2": 0.00420,
        "synthArstFlopShare": 1.00,
        "top_area_frac": 0.531,
        "yosysUniqueCellTypes": 40,
        "yosys_warnings": 1,
        "synth_seq_share": 0.537,
        "edf_count": 0,
        "ys_ff": 90,
        "syn-instance-count": 341,
        "syn_area_mm2": 0.00420,
        "ff_type": "dfrtp_1",
        "yosysMostFrequentCell": "dfrtp_1",
        "ys_top_cells_by_count": "dfrtp_1 (89), nand2b_1 (66), mux2i_1 (34)",
    },
    "place": {
        "gp_congestion": 0.768,
        "hpwl_um": 5000,
        "io_buffers": 82,
        "place_ws_ns": 1.38,
    },
    "grt": {
        "grt_pass1_wl_um": 12900,
        "grt_pass1_vias": 2790,
        "grt_overflow_total": 0,
        "antenna_found_initial": 0,
        "grtUsageTotal": 0.192,
        "grt_max_degree": 50,
    },
    "drt": {
        "drt_wl_total_um": 7520,
        "vias": 2827,
        "diodes": 0,
        "drt_iter0_drc": 119,
        "antenna_left": 0,
        "drc": 0,
        "viasPerCell": 5.32,
        "dr.pass1.iters": 4,
        "routedWlPerCell_um": 14.2,
    },
    "clock_tree": {
        "numCtsBuffers": 9,
        "cts-resized-gates": 0,
        "cts_tree": "done",
        "cts_sinks": 90,
        "cts_hold_buf": 0,
        "cts_setup_buffers": 0,
        "cts_max_level": 3,
        "clock_path_buffers": 2,
        "clk_pin_slew_ns": 0.08,
        "clk_latency_ns": 0.35,
        "clock-root-buffer": "clkbuf_8",
    },
    "setup_path": {
        "critPathLaunchType": "primary input",
        "crit_path_end_kind": "flop",
        "slowest_stage": "nand3_2",
        "cp.required_ns": 5.13,
        "cp.arrival_ns": 3.38,
        "reg2reg_depth": 5,
        "path_cells": "clkdlybuf4s50_1 > inv_1 > ha_1 > nand4_1 > nor2_4 > nand3_2 > o221a_1",
        "crit_buf_inv": 2,
        "reg2reg_from": "cnt[6]$_DFF_PP0_",
        "critPathTopFamily": "simple AND/OR/NAND/NOR gates",
        "r2r_slack_ns": 2.45,
        "critPathMaxFanout": 32,
        "path_class": "in -> reg",
        "r2r-end": "dat[2]$_DFFE_PP0P_",
        "slowest_delay_ns": 0.56,
    },
    "sta": {
        "max_slew_margin": 0.488,
        "period_needed_ns": 3.15,
        "fmax_mhz": 318,
        "rsz0062_at_grt": "no",
        "fin_crit_sh": 0.643,
        "maxSlewViolCount": 0,
        "fin_tns_setup_ns": 0,
        "hold_viol_final": 0,
        "fin_skew_ns": 0.0113,
        "setup_viol": 0,
        "worst_pin_slew_ns": 0.767,
        "setup_slack_ns": 1.75,
    },
    "pwr": {
        "irDropWorstVdd_uv": 210,
        "p_seq_frac": 0.530,
        "p_per_area_mw_per_mm2": 368,
        "p_leak_nw": 2.44,
        "combPwrFrac": 0.207,
        "net-switching-power_mw": 0.548,
        "intPower_mw": 1.39,
        "clkPwrFrac": 0.263,
        "netSwitchingFraction": 0.283,
    },
    "outcome": {
        "status": "finished clean",
    },
    "die": {
        "die-area_mm2": 0.00876,
        "fp.dieH_um": 93.6,
        "core-area_mm2": 0.00818,
        "ios": 83,
        "rows": 33,
        "die_width_um": 93.6,
        "initCoreUtil": 0.513,
    },
    "final_layout": {
        "layout-drive-gt1-share": 0.0657,
        "syn2layout_area_growth_pct": 25.7,
        "reg_top3": "dat x32, rddata x32, cnt x8",
    },
}
-- per-layer routing --
metal,GRT usage,share of wire,up-vias
met5,0,0,-
met2,0.291,0.45,55
met3,0.0364,0.038,8
met1,0.317,0.50,1381
li1,-,-,1383
met4,0.0167,0.011,0
-- power by group through the flow --
stage / registers (mW) / clock network [mW] / logic (mW)
CTS: 1.03 / 0.533 / 0.408
global route: 1.05 / 0.560 / 0.458
finish: 1.03 / 0.509 / 0.402
-- area by class of cell --
type | count | area, µm²
clock buffers | 10 | 128
clock inverters | 6 | 72.6
fillers | 632 | 2900
inverters | 16 | 61.3
multi-input cells | 219 | 1780
flip-flops and latches | 90 | 2250
well taps | 105 | 131
repair buffers | 85 | 843
-- cells in the final DEF, fill, tap and decap left out, types with 9 or more instances in the layout --
cell,count
o221a_1,31
ha_1,12
clkbuf_8,9
clkdlybuf4s50_1,82
inv_1,13
dfrtp_1,89
xor2_1,11
mux2i_1,34
nand2b_1,66
-- kinds of logic after synthesis --
kind of cell,count (synthesis),synth area share
adders and majority gates,12,0.0358
muxes,34,0.0811
buffers and inverters,32,0.0379
DFF,90,0.537
and+or+nand+nor,110,0.162
AOI/OAI and AO/OA,48,0.113
xor gates and xnor gates,15,0.0331
-- worst max-delay path by stage --
stage          start                   to  depth (start not counted)
4_1_cts   clk_div[6]   dat[8]$_DFFE_PP0P_                          7
5_1_grt   clk_div[6]  dat[21]$_DFFE_PP0P_                          7
6_report  clk_div[6]   dat[2]$_DFFE_PP0P_                          7
-- through the flow --
stage                     power (mW)  cells   util  instance area (µm²)  hold WS [ns]
after floorplan                 1.30    341      -                 4200         0.353
after global placement          1.43    515  0.620                 5070         0.360
after detailed placement        1.44    515  0.620                 5070         0.367
after CTS                       1.97    531  0.645                 5270         0.390
after global routing            2.07    531  0.645                 5270         0.399
final                           1.94    531  0.645                 5270         0.385
Power figures rest on the tool's default switching activity, not on a simulated workload.
